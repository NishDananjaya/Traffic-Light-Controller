[flow/config.mk]
export PLATFORM = sky130hd
export DESIGN_NAME = top_module
export DESIGN_NICKNAME = top_module
export VERILOG_FILES = /design/flow/design.v
export SDC_FILE = /design/flow/constraint.sdc
export NUM_CORES = 4
export LEC_CHECK = 1
export CORE_AREA = 10 10 82 82
export DIE_AREA = 0 0 92 92
[flow/constraint.sdc]
current_design top_module

set clk_period 3.0
set clk_io_pct 0.2

create_clock -name clk0 -period $clk_period [get_ports {clk}]

set non_clock_inputs [all_inputs -no_clocks]
set_input_delay [expr $clk_period * $clk_io_pct] -clock clk0 $non_clock_inputs
set_output_delay [expr $clk_period * $clk_io_pct] -clock clk0 [all_outputs]
[flow/design.v]
module top_module(
    input logic clk ,traffic_B,rstn,
    output logic red_light_A,amber_light_A,green_light_A,
    output logic red_light_B,amber_light_B,green_light_B,
    output logic [7:0]sec_counter_val,
    output logic [3:0]mili_sec_counter_val
);
logic amber_timer_done,amber_timer_enable;
controll_logic controll_logic(
    .clk(clk),
    .timer_done(amber_timer_done),
    .traffic_B(traffic_B),
    .rstn(rstn),
    .red_light_A(red_light_A),
    .amber_light_A(amber_light_A),
    .green_light_A(green_light_A),
    .red_light_B(red_light_B),
    .amber_light_B(amber_light_B),
    .green_light_B(green_light_B),
    .amber_timer_en(amber_timer_enable)
);
amber_timer amber_timer(
    .clk(clk),
    .enable(amber_timer_enable),
    .timer_done(amber_timer_done),
    .sec_counter_val(sec_counter_val),
    .mili_sec_counter_val(mili_sec_counter_val)
);
endmodule
module amber_timer(
    input logic  clk,
    input logic enable,
    output logic timer_done,
    output logic [7:0]sec_counter_val,
    output logic [3:0]mili_sec_counter_val
);
logic sec_done ;
down_counter #(.N(70)) sec_counter (
    .clk(clk),
    .enable(enable),
    .count(sec_counter_val),
    .done(sec_done)
);
down_counter  #(.N(5))mili_sec_counter(
    .clk(clk),
    .enable(sec_done),
    .count(mili_sec_counter_val),
    .done(timer_done)
);
endmodule
module down_counter #(parameter N = 10)(
    input logic clk,
    input logic enable,
    output logic [$clog2(N):0] count,
    output logic done
);
    always_ff @(posedge clk) begin
        if (enable) begin
            if (count > 0) begin
                count <= count - 1;
                done <= 1'b0;
            end else begin
                done <= 1'b1;
            end
        end else begin
            count <= N ;
            done <= 1'b0;
        end
    end
endmodule
module controll_logic(
    input logic clk,timer_done,traffic_B,rstn,
    output logic red_light_A,amber_light_A,green_light_A,red_light_B,amber_light_B,green_light_B,amber_timer_en
);
enum logic [1:0] { F0, F1, F2, F3 }state, next_state ;
always_comb begin
    case(state)
    F0: if(traffic_B) next_state = F1 ;
        else next_state = state ;
    F1: if(timer_done) next_state = F2 ;
        else next_state = state ;
    F2: if(!traffic_B) next_state = F3 ;
        else next_state = state ;
    F3: if(timer_done) next_state = F0 ;
        else next_state = state ;
    endcase
end
always_ff @(posedge clk or negedge rstn) begin
    if(!rstn) state <= F0 ;
    else state <= next_state ;
end
always_comb begin
    if(state == F1) begin 
        red_light_A = 0; amber_light_A = 1; green_light_A = 0;
        red_light_B = 1; amber_light_B = 0; green_light_B = 0;
        amber_timer_en = 1;
    end
    else if(state == F2) begin 
        red_light_A = 1; amber_light_A = 0; green_light_A = 0;
        red_light_B = 0; amber_light_B = 0; green_light_B = 1;
        amber_timer_en = 0;
    end
    else if(state == F3) begin 
        red_light_A = 1; amber_light_A = 0; green_light_A = 0;
        red_light_B = 0; amber_light_B = 1; green_light_B = 1;
        amber_timer_en = 1;
    end
    else  begin 
        red_light_A = 0; amber_light_A = 0; green_light_A = 1;
        red_light_B = 1; amber_light_B = 0; green_light_B = 0;
        amber_timer_en = 0;
    end
 end
endmodule
[flow/run.sh]
#!/bin/bash
# OpenROAD 26Q1-2900-gdf79404cd8, Yosys 0.63+post, stock flow scripts
make -C /OpenROAD-flow-scripts/flow DESIGN_CONFIG=/design/flow/config.mk WORK_HOME=/design/flow/orfs finish
==> results.toml <==
# generated from flow reports
[critical_path]
path_delay_family = "buffers and inverters"
critical_path_buf_inv_count = 3
worst-r2r-setup-slack_ns = 1.13
most_frequent_cp_cell = "sky130_fd_sc_hd__inv_1"
critPathArrivalTime_ns = 1.43
critical_path.max_stage_delay_ns = 0.46
criticalPathCategory = "reg -> out"
required_ns = 2.40
critical_path.cell_chain = "inv_1 > o21ai_0 > inv_1 > clkdlybuf4s50_1"
crit_fanout = 6
slowest_cell_on_the_critical_path = "sky130_fd_sc_hd__clkdlybuf4s50_1"
cp-end-kind = "output port"
setup.worst_path.start_class = "register"

[run_status]
run_status = "finished clean"

[routing]
route.detailed.vias_per_inst = 3.73
finalWirelength_um = 1840
detail_route.wl_per_cell_um = 10.2
route.antenna.diode_count = 0
route.detailed.drc = 0
ant_nets = 0
detailedRoute.firstPassIterationCount = 3
dr_total_vias = 672
drt-initial-drc-count = 50

[synth]
syn_avg_cell_area_um2 = 9.13
synth.most_common_cell = "sky130_fd_sc_hd__dfxtp_1"
synth_top_area_share = 0.353
netlist_top_cells_area = "sky130_fd_sc_hd__dfxtp_1 (35%), sky130_fd_sc_hd__dfrtp_1 (9.4%), sky130_fd_sc_hd__nor3_1 (5.7%)"
synth_warnings = 3
synthArstFlopShare = 0.222
ys_chip_area_um2 = 795
synthTopCellsByCount = "sky130_fd_sc_hd__dfxtp_1 (14), sky130_fd_sc_hd__inv_1 (11), sky130_fd_sc_hd__nor3_1 (9), sky130_fd_sc_hd__o21ai_0 (9)"
synth_stat.cells = 87
numSynthFlops = 18
netlist_instances = 87
synth_cell_types = 29
synth_area_leader_cell = "sky130_fd_sc_hd__dfxtp_1"
edf_count = 0
yosysSeqAreaShare = 0.480
synth_top_flop_cell = "sky130_fd_sc_hd__dfxtp_1"
syn-cell-area_um2 = 795

[power_and_ir_drop]
p_leak_nw = 0.402
irDropWorstVdd_mv = 0.161
power_density_nw_per_um2 = 388

[placement]
gp_congestion = 0.848
dp_hpwl_um = 1430
portBuffers = 20
place_ws_ns = 1.17

[clocking]
clock_tree.root_cell = "sky130_fd_sc_hd__clkbuf_8"
clk-insertion-delay-late_ns = 0.25
post-cts-setup-buffers = 0
clock_sink_count = 18
tritoncts.num_buffers = 3
cts.htree.levels = 1
hold_buffers = 0
cts_tree = "done"
clkTransAtPathRegs_ns = 0.07
cts_resized = 0
cts_buffer_depth = 2

[timing]
final_worst_path_period_share = 0.675
relSlewSlack = 0.606
hold_viol_final = 0
setup_tns_ns = 0
final.setup.worst_slack_ns = 0.975
final_max_slew_viol_count = 0
maxClockFrequency_mhz = 494
final.hold.worst_slack_ns = 0.415
fin_worst_skew_ns = 0.00301
finalWorstPathRequiredPeriod_ns = 2.03
grt_setup_unrepaired = "false"
setup_violations = 0
timing_worst_slew_pin_value_ns = 0.591

[grt]
gr-usage-all-layers = 0.0435
global_route_wire_length_before_repair_um = 3160
globalRouteOverflowTotal = 0
pin_count_of_the_biggest_net_entering_global_routing = 11
first_global_vias = 679
grt_antenna_before_repair = 0

[flow_run]
log.warning_count = 25
max_cap_violations = 0

[final_layout]
area_delta_synth_final_pct = 42.2
drive_above_1_share = 0.0727
nFillCells = 566
sequential_cell_area_um2 = 382
layout.area.comb_um2 = 364

[die]
die_y_um = 92
rows = 26
initial_core_util = 0.157
chipArea_um2 = 8460
io_pins = 21
design.core.area_um2 = 5070
fp.dieW_um = 92

[min_path]
hold_path_class = "reg -> reg"
-- logic make-up (layout without fill, tap and decap cells) --
kind of cell | count (synthesis) | count (layout) | share of synthesized area
compound gates | 20 | 20 | 0.150
xor+xnor | 3 | 3 | 0.0331
fa+ha+maj | 2 | 2 | 0.0315
buf+inv | 12 | 35 | 0.0614
flops | 18 | 18 | 0.480
mux | 1 | 1 | 0.0126
simple gates | 31 | 31 | 0.232
-- registers in the layout, indices dropped and copies added (netlist names) --
| signal | count |
|---|---|
| amber_timer.sec_counter.count | 8 |
| amber_timer.mili_sec_counter.done | 1 |
| controll_logic.state | 4 |
| amber_timer.sec_counter.done | 1 |
| amber_timer.mili_sec_counter.count | 4 |
-- placed cells by master, fill, tap and decap left out, types with 2 or more instances in the layout --
cell	Yosys	final
sky130_fd_sc_hd__dfxtp_1	14	14
sky130_fd_sc_hd__clkbuf_8	0	4
sky130_fd_sc_hd__or3_1	3	3
sky130_fd_sc_hd__a211oi_1	2	2
sky130_fd_sc_hd__ha_1	2	2
sky130_fd_sc_hd__dfrtp_1	3	3
sky130_fd_sc_hd__clkdlybuf4s50_1	0	20
sky130_fd_sc_hd__xnor2_1	3	3
sky130_fd_sc_hd__inv_1	11	11
sky130_fd_sc_hd__nand3_1	2	2
sky130_fd_sc_hd__nor3_1	9	9
sky130_fd_sc_hd__a21oi_1	4	4
sky130_fd_sc_hd__o21ai_0	9	9
sky130_fd_sc_hd__or4_1	3	3
sky130_fd_sc_hd__nand2_1	4	4
sky130_fd_sc_hd__nor2_1	3	3
-- per-layer routing --
layer | wire length (µm) | vias to the layer above | part of all wire | GRT usage
met2 | 794 | 13 | 0.43 | 0.0676
li1 | - | 359 | - | -
met4 | 35 | 0 | 0.019 | 0.0116
met3 | 99 | 2 | 0.054 | 0.00988
met1 | 913 | 298 | 0.50 | 0.0597
met5 | 0 | - | 0 | 0
-- power by group --
group	switching, W	leakage [nW]	internal [W]	total (W)
clock network	0.0000781	0.0288	0.000116	0.000195
registers	0.0000000000000000000591	0.156	0.000240	0.000240
logic	0.00000158	0.217	0.00000237	0.00000395
total	0.0000797	0.402	0.000359	0.000438
-- stage by stage --
step	instance area [µm²]	cells	util	total power, W
3_5_place_dp	1070	176	0.212	0.000249
5_1_grt	1130	180	0.223	0.000459
4_1_cts	1130	180	0.223	0.000446
3_3_place_gp	1070	176	0.212	0.000249
6_report	1130	180	0.223	0.000438
2_1_floorplan	795	87	-	0.000245
-- final timing paths --
path	to	depth (start not counted)	startpoint
min in group asynchronous	controll_logic.state[1]$_DFF_PN0_	1	rstn
max reg2reg	amber_timer.sec_counter.count[6]$_SDFFE_PN1N_	5	amber_timer.sec_counter.count[0]$_SDFFE_PN0N_
max in group asynchronous	controll_logic.state[0]$_DFF_PN1_	1	rstn
min reg2reg	amber_timer.mili_sec_counter.count[0]$_SDFFE_PN1N_	1	amber_timer.sec_counter.done$_SDFF_PN0_
max	red_light_A	4	controll_logic.state[2]$_DFF_PN0_
min	amber_timer.mili_sec_counter.count[0]$_SDFFE_PN1N_	1	amber_timer.sec_counter.done$_SDFF_PN0_
-- final cells by class --
class / count / share of cell area
clock buffer: 4 / 0.0487
inverter: 11 / 0.0365
multi-input combinational: 57 / 0.322
sequential: 18 / 0.338
tap: 70 / 0.0775
timing repair buffer: 20 / 0.177
-- worst register-to-register path, delay by kind of cell, from the launching register on --
kind	cells	cell delay (ns)
AND/OR/NAND/NOR	3	1.13
flip-flops	1	0.36
adder cells (fa/ha/maj)	1	0.23
buffers and inverters	1	0.09
Power is estimated from default activity; no workload was simulated.
